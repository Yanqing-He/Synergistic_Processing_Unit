===== /design/flow/design.v =====
module RegisterFile(clk, addrWr, addrA, addrB, enWr, busWr, busA, busB);
    parameter dataWidth = 128, addrWidth = 7, memDepth = 128;
    input clk;
    input [addrWidth - 1: 0] addrWr, addrA, addrB;
    input enWr;
    input [dataWidth - 1: 0] busWr;
    output logic [dataWidth - 1: 0] busA, busB;
    logic [dataWidth - 1: 0] mem[memDepth - 1: 0];
    always_ff @(posedge clk)
    begin
        if(enWr)
        begin
            mem[addrWr] <= busWr;
        end
    end
    always_ff @(negedge clk)
    begin
        busA <= mem[addrA];
        busB <= mem[addrB];
    end
endmodule

===== /design/flow/run.sh =====
#!/bin/bash
# OpenROAD 26Q1-2900-gdf79404cd8, Yosys 0.63+post, stock flow scripts
make -C /OpenROAD-flow-scripts/flow DESIGN_CONFIG=/design/flow/config.mk WORK_HOME=/design/flow/orfs finish

===== /design/flow/config.mk =====
export PLATFORM = sky130hd
export DESIGN_NAME = RegisterFile
export DESIGN_NICKNAME = RegisterFile
export VERILOG_FILES = /design/flow/design.v
export SDC_FILE = /design/flow/constraint.sdc
export NUM_CORES = 4
export LEC_CHECK = 1
export CORE_UTILIZATION = 40
export SYNTH_MEMORY_MAX_BITS = 65536

===== /design/flow/constraint.sdc =====
current_design RegisterFile

set clk_period 64.5
set clk_io_pct 0.2

create_clock -name clk0 -period $clk_period [get_ports {clk}]

set non_clock_inputs [all_inputs -no_clocks]
set_input_delay [expr $clk_period * $clk_io_pct] -clock clk0 $non_clock_inputs
set_output_delay [expr $clk_period * $clk_io_pct] -clock clk0 [all_outputs]

==> results.sh <==
# source this file to load flow results
export IMPL_die_x_um=1370
export IMPL_fp_util=0.401
export IMPL_cts_hold_buf=0
export IMPL_gr_usage_met3=0.332
export IMPL_skew_ns=0.155
export IMPL_drt_iter0_drc=28900
export IMPL_synth_area_top_cells="edfxtp_1 65%, mux4_2 32%, clkbuf_1 0.72%"
export IMPL_cts_htree_levels=7
export IMPL_gr_total_overflow=0
export IMPL_drc_errors=0
export IMPL_dpl_hpwl_um=1670000
export IMPL_final_layout_size_suffix_gt1_frac=0.471
export IMPL_cts_resized=0
export IMPL_combGateArea_sq_um=247000
export IMPL_grt_met1_usage=0.301
export IMPL_seqPwrFrac=0.497
export IMPL_whs_ns=11.80
export IMPL_worst_hold_path_type="in -> reg"
export IMPL_cp_start_kind="input pin"
export IMPL_grt_max_degree=107
export IMPL_cts_root_buf="clkbuf_16"
export IMPL_maxSlewViolCount=22
export IMPL_ys_cells=30300
export IMPL_synth_seq_share=0.660
export IMPL_critical_path_class="in -> reg"
export IMPL_startpoint="addrB[2]"
export IMPL_syn_to_final_growth_pct=13.7
export IMPL_synth_top_area_share=0.653
export IMPL_top_usage_layer="met2"
export IMPL_port_buffers=406
export IMPL_ir_worst_vdd_uv=26.8
export IMPL_p_switching_w=0.00546
export IMPL_synth_lib_cells_used_distinct=18
export IMPL_required_ns=33.48
export IMPL_combPwrFrac=0.077
export IMPL_finalHoldViolCount=0
export IMPL_die_area_sq_um=1890000
export IMPL_place_congestion=0.903
export IMPL_warning_count=313
export IMPL_tightest_slew_ns=1.56
export IMPL_cts_sinks=16600
export IMPL_power_density_nw_per_um2=28.2
export IMPL_postCtsSetupRepairBufs=0
export IMPL_relSlewSlack=-0.0419
export IMPL_via_count=391000
export IMPL_rows=503
export IMPL_placed_cells=55400
export IMPL_core_area_sq_um=1880000
export IMPL_nFillCells=150000
export IMPL_ys_area_sq_um=753000
export IMPL_p_clk_frac=0.426
export IMPL_antenna_found_initial=300
export IMPL_first_pass_iters=26
export IMPL_ys_ff=16600
export IMPL_totalWireLength_um=2740000
export IMPL_utilization=0.457
export IMPL_vias_per_cell=6.56
export IMPL_max_cap_violations=2
export IMPL_ys_warn_count=1
export IMPL_cp_end_kind="register"
export IMPL_p_leak_nw=262
export IMPL_holdCritStartpoint="busWr[120]"
export IMPL_postSynthAreaPerCell_sq_um=24.9
export IMPL_path_clk_slew_ns=0.06
export IMPL_status="complete, but fails checks"
export IMPL_final_area_sq_um=856000
export IMPL_placed_cell_area_sq_um=796000
export IMPL_synth_cells=30300
export IMPL_syn_area_sq_um=753000
export IMPL_violations="max-capacitance violations, max-slew violations"
export IMPL_numCtsBuffers=1810
export IMPL_yosysTopAreaCell="edfxtp_1"
export IMPL_setup_viol=0
export IMPL_io_pins=407
export IMPL_clkLatencyLatePin_ns=1.50
export IMPL_track_usage=0.323
export IMPL_tritoncts="yes"
export IMPL_critPathMaxFanout=84
export IMPL_r2r_start="mem[125][4]$_DFFE_PP_"
export IMPL_die_y_um=1370
export IMPL_met2_usage=0.431
export IMPL_tns_ns=0
export IMPL_internal_power_w=0.0187
export IMPL_seq_area_sq_um=497000
export IMPL_switching_share=0.226
export IMPL_rsz0062_at_grt="no"
export IMPL_postRouteAntennaNets=0
export IMPL_final_cells=59600
export IMPL_wl_per_cell_um=45.9
export IMPL_cts_buffer_depth=6
export IMPL_grt_pass1_wl_um=3710000
export IMPL_crit_arrival_ns=20.27
export IMPL_grt_pass1_vias=446000
-- per-layer routing --
metal	vias to the layer above	wire, um
met5	-	20900
met4	559	182000
li1	145000	-
met2	37900	1210000
met1	200000	673000
met3	7232	649000
-- critical path, cell delays in order --
cell	delay (ns)
buf_16	0.41
buf_4	0.74
buf_4	0.60
buf_4	0.69
buf_4	0.73
buf_4	0.55
buf_4	0.65
buf_4	0.78
mux4_2	0.42
mux4_2	0.54
mux4_2	0.57
mux2_2	0.29
-- cells in the final DEF, fill, tap and decap left out, types with 7 or more instances in the layout --
cell type        netlist  layout
nand3_1               12      12
clkbuf_16              0    1856
clkdlybuf4s50_1        0     264
nor2_4                 0     119
nor2b_1                7       7
buf_4                  2    2241
clkinv_4               0      17
nor3_2                 0       9
dfxtp_1              256     256
clkinvlp_4             0      49
bufinv_16              0     151
mux4_2             10800   10800
buf_12                 0      77
edfxtp_1           16400   16400
buf_16                 0       8
clkinv_2               0     295
clkinv_1               0     395
clkbuf_8               0      54
clkinvlp_2             0      27
nand2_1               14      14
diode_2                0     623
clkbuf_1            1437     331
clkinv_8               0      11
inv_6                  0      22
inv_1                  1     296
buf_2                759      21
mux2_2               256     256
-- per-stage QoR --
| step | total power, W | setup slack [ns] |
|---|---|---|
| final | 0.0242 | 13.20 |
| after global routing | 0.0248 | 12.59 |
| after CTS | 0.0243 | 13.03 |
| after detailed placement | 0.0141 | 11.57 |
| after global placement | 0.0141 | 11.57 |
| after floorplan | 0.0133 | 16.62 |
-- power groups by stage --
stage	sequential, W	clock [W]	combinational (W)
6_report	0.0120	0.0103	0.00186
5_1_grt	0.0120	0.0108	0.00195
4_1_cts	0.0120	0.0104	0.00186
-- synthesized netlist by cell type --
cell and n:
buf_2 759, nor2b_1 7, nand4_1 3, clkbuf_1 1437, dfxtp_1 256, mux4_2 10800, edfxtp_1 16400, nor3_1 9
inv_1 1, or3_1 1, buf_1 230, nand3_1 12, buf_6 3, buf_4 2, nand2_1 14, mux2_2 256
nand2b_1 2, nor2_1 122
-- kinds of logic after synthesis --
family / Yosys count / share of synthesized area
buffers and inverters: 2432 / 0.0134
DFF: 16600 / 0.660
muxes: 11000 / 0.325
and+or+nand+nor: 170 / 0.000926
-- sequential cells by signal, summed over array words and instances (netlist names) --
name and flops:
busA 128, busB 128, mem 16384
-- path summary, 6_finish.rpt --
| path | end | slack [ns] | depth (start not counted) |
|---|---|---|---|
| hold reg to reg | busA[45]$_DFF_N_ | 33.36 | 4 |
| hold / removal | mem[53][120]$_DFFE_PP_ | 11.80 | 1 |
| setup reg to reg | busB[4]$_DFF_N_ | 29.43 | 4 |
| setup / recovery | busB[91]$_DFF_N_ | 13.20 | 12 |
-- cell type report --
class,count,area share
sequential,16600,0.580
clock buffer,2241,0.0565
antenna,623,0.00182
tap,25000,0.0365
clock inverter,1287,0.0117
timing repair buffer,2617,0.0250
multi-input combinational,11200,0.288
Power is estimated from default activity; no workload was simulated.
