`./run.sh`:
```
#!/bin/bash
# OpenROAD 26Q1-2900-gdf79404cd8, Yosys 0.63+post, stock flow scripts
make -C /OpenROAD-flow-scripts/flow DESIGN_CONFIG=/design/flow/config.mk WORK_HOME=/design/flow/orfs finish
```
`./config.mk`:
```
export PLATFORM = sky130hd
export DESIGN_NAME = Init_Fetch
export DESIGN_NICKNAME = Init_Fetch
export VERILOG_FILES = /design/flow/design.v
export SDC_FILE = /design/flow/constraint.sdc
export NUM_CORES = 4
export LEC_CHECK = 1
export CORE_UTILIZATION = 30
```
`./constraint.sdc`:
```
current_design Init_Fetch

set clk_period 4.7
set clk_io_pct 0.2

create_clock -name clk0 -period $clk_period [get_ports {clk}]

set non_clock_inputs [all_inputs -no_clocks]
set_input_delay [expr $clk_period * $clk_io_pct] -clock clk0 $non_clock_inputs
set_output_delay [expr $clk_period * $clk_io_pct] -clock clk0 [all_outputs]
```
`./design.v`:
```
module Init_Fetch(clk, reset, stall, addrInst, instIn, instOut, branch, branAddr);
  parameter dataWidth = 128, addrWidth = 7, instWidth = 32;
  input clk, reset, stall;
  input [instWidth - 1: 0] instIn;
  output logic [addrWidth - 1: 0] addrInst;
  output logic [instWidth * 2 - 1: 0] instOut;
  input branch;
  input [addrWidth - 1: 0] branAddr;
  logic [5: 0] instInCounter, instOutCounter;
  logic [instWidth - 1: 0] ILB[17: 0];
  logic full;
  always_ff @(posedge clk)  
  begin
    if(branch == 1)
      begin
        instInCounter <= 0;
        instOutCounter <= 16;
        addrInst <= branAddr;
        full <= 0;
        ILB[16] <= 32'hFFFFFFFF;
        ILB[17] <= 32'hFFFFFFFF;
      end
    if(reset == 1)
      begin
        instInCounter <= 0;
        instOutCounter <= 16;
        addrInst <= 0;
        full <= 0;
        ILB[16] <= 32'hFFFFFFFF;
        ILB[17] <= 32'hFFFFFFFF;  
      end
    else
      begin
        if(full == 0)
          begin
            ILB[instInCounter] <= instIn;
            addrInst <= addrInst + 1;
            instInCounter <= instInCounter + 1;
            if(instInCounter ==15)  
              begin
                full <= 1;
                instInCounter <= 0;
                instOutCounter <= 0;
              end
          end
      end
  end
  always_ff @(posedge clk)  
  begin
    if(full == 1 && stall == 0)
      begin
        instOutCounter <= instOutCounter + 2;
        if(instOutCounter == 14)  
          begin
            full <= 0;
          end
      end
  end
  assign instOut[instWidth - 1: 0] = ILB[instOutCounter + 0];
  assign instOut[instWidth * 2 - 1: instWidth] = ILB[instOutCounter + 1];
endmodule
```
==> impl_metrics.json <==
{
  "cts_hold_buf": 0,
  "synth.avg_cell_area_um2": 14.3,
  "hold_violations": 0,
  "total_power_mw": 0.806,
  "largest_area_cell": "edfxtp_1",
  "xor_share": 0.0299,
  "synth-simple-area-share": 0.0805,
  "cts_buffer_depth": 2,
  "die_area_mm2": 0.00617,
  "cellPowerDensity_mw_per_mm2": 293,
  "rows": 27,
  "yosysCellCount": 123,
  "peakVddDrop_mv": 0.120,
  "path_class": "input pin to register",
  "edf_count": 32,
  "insertion_delay_ps": 290,
  "synthAdderAreaFrac": 0.0214,
  "area_leaders": "edfxtp_1 (55%), dfxtp_1 (15%), buf_4 (14%)",
  "tool_warnings": 35,
  "antenna_left": 0,
  "rsz0062_at_grt": "no",
  "diodes": 0,
  "num_io_pins": 114,
  "synthCells": 123,
  "grt_pass1_vias": 1048,
  "finalSetupTns_ps": 0,
  "finalCritPeriodShare": 0.498,
  "drt_iter0_markers": 23,
  "synthFlopType": "edfxtp_1",
  "post_cts_buffers": 0,
  "status": "completed",
  "place.gp.congestion": 0.765,
  "cts_tree": "yes",
  "ys_seq_frac": 0.695,
  "cp-end-kind": "register",
  "grt_pass1_wl_um": 5280,
  "worst_pin_slew_ps": 480,
  "fin_ws_ps": 2360,
  "holdPathStages": 1,
  "layout-area-overhead-vs-synth_pct": 56.6,
  "fill_cells": 468,
  "die_h_um": 78.5,
  "synth_cell_types": 18,
  "drc_errors": 0,
  "hold_path.class": "register to register",
  "grt_max_degree": 33,
  "worstPathRequired_ps": 4650,
  "place_ws_ps": 2030,
  "slowest_stage": "clkdlybuf4s50_1",
  "clock_tree.root_cell": "clkbuf_8",
  "syn-cell-area_mm2": 0.00176,
  "maxCapViolCount": 0,
  "gr-usage-all-layers": 0.116,
  "numCtsBuffers": 5,
  "synth_flops": 45,
  "viasPerCell": 4.08,
  "cts_resized": 0,
  "clock_sinks": 45,
  "drive_above_1_share": 0.0640,
  "drt-pass1-iter-count": 4,
  "ys_sh_mux": 0,
  "dp_hpwl_um": 2800,
  "overflow": 0,
  "core-area_mm2": 0.00557,
  "htreeDepth": 2,
  "avgRoutedWirePerCell_um": 12.9,
  "period_minus_slack_ps": 2340,
  "async_flop_share": 0,
  "synthAoiAreaFrac": 0.0249,
  "final_max_slew_viol_count": 0,
  "fp-utilization": 0.315,
  "critPathLaunchType": "input pin",
  "leakagePower_nw": 0.962,
  "critPathArrivalTime_ps": 2290,
  "grt_antenna_before_repair": 0,
  "ff2ff_path_depth": 5,
  "logic_family": "buffers and inverters",
  "yosys_area_mm2": 0.00176,
  "fmax_ghz": 0.428,
  "finalSetupViolCount": 0,
  "yosys_warnings": 15,
  "die-width_um": 78.5,
  "synthDominantCellAreaShare": 0.547,
  "crit_path_max_fanout": 32,
  "utilization": 0.494,
  "top_cells_by_count": "buf_4 (32), edfxtp_1 (32), dfxtp_1 (13)",
  "crit_chain": "clkdlybuf4s50_1 -> nor4_4 -> buf_4",
  "skew_ps": 5.74,
  "slew_headroom": 0.679,
  "port_buffers": 104,
  "vias": 1123,
  "path_clk_slew_ps": 80,
  "max_stage_delay_ps": 650,
  "wl_um": 3560
}
final timing paths:
check | from | end | slack (ps)
max | reset | ILB[0][7] | 2360
min | instInCounter[0] | instInCounter[0] | 480
max reg2reg | instInCounter[0] | ILB[0][7] | 3180
min reg2reg | instInCounter[0] | instInCounter[0] | 480
metrics by stage:
step / hold WS, ps / cell area (um2) / instances
floorplan: 418 / 1760 / 123
global placement: 444 / 2670 / 267
detailed placement: 461 / 2670 / 267
CTS: 483 / 2750 / 275
global route: 509 / 2750 / 275
finish: 479 / 2750 / 275
layer usage:
metal / up-vias / global-route usage / part of all wire
met1: 503 / 0.175 / 0.44
met5: - / 0 / 0
met4: 0 / 0.0204 / 0.020
met3: 6 / 0.0307 / 0.089
met2: 71 / 0.179 / 0.45
li1: 543 / - / -
registers in the layout, indices dropped and copies added (netlist names):
signal,cells
instInCounter,6
addrInst,7
ILB,32
final cells by class:
cell class	count	area, um2	share of cell area
Clock buffer	5	68.8	0.0250
Clock inverter	3	17.5	0.00637
Inverter	4	15.0	0.00546
Multi-Input combinational cell	41	290	0.106
Sequential cell	45	1220	0.444
Tap cell	72	90.1	0.0327
Timing Repair Buffer	105	1050	0.381
where the power goes:
group	switching (mW)	internal, mW	leakage (nW)	total [mW]
clock network	0.122	0.103	0.0455	0.225
logic	0.0253	0.0883	0.510	0.114
registers	0.0139	0.453	0.406	0.467
total	0.161	0.644	0.962	0.806
placed cells by master (no fill, tap or decap), drive strengths merged, types with 2 or more instances in the layout:
cell type	netlist	layout
clkdlybuf4s50	0	104
edfxtp	32	32
dfxtp	13	13
nor2	12	12
nand2	6	6
clkbuf	0	5
inv	4	4
xor2	4	4
nand3	4	4
nor4	4	4
o21bai	3	3
ha	3	3
clkinv	0	3
xnor2	2	2
cell families after synthesis:
kind of cell	Yosys count
compound gates	4
flops	45
fa+ha+maj	3
simple gates	28
buf+inv	37
xor+xnor	6
worst max-delay path, delay by kind of cell:
kind	cells	cell delay (ps)
buffers and inverters	2	1050
and+or+nand+nor	1	290
No activity file was given, so power comes from the tool's default toggle rates.
