--- run.sh ---
#!/bin/bash
# OpenROAD 26Q1-2900-gdf79404cd8, Yosys 0.63+post, stock flow scripts
make -C /OpenROAD-flow-scripts/flow DESIGN_CONFIG=/design/flow/config.mk WORK_HOME=/design/flow/orfs finish
--- config.mk ---
export PLATFORM = sky130hd
export DESIGN_NAME = ALU
export DESIGN_NICKNAME = ALU
export VERILOG_FILES = /design/flow/design.v
export SDC_FILE = /design/flow/constraint.sdc
export NUM_CORES = 4
export LEC_CHECK = 1
export CORE_UTILIZATION = 40
--- constraint.sdc ---
current_design ALU

set clk_period 14.2
set clk_io_pct 0.2

create_clock -name clk0 -period $clk_period [get_ports {clk_fake}]

set non_clock_inputs [all_inputs -no_clocks]
set_input_delay [expr $clk_period * $clk_io_pct] -clock clk0 $non_clock_inputs
set_output_delay [expr $clk_period * $clk_io_pct] -clock clk0 [all_outputs]
--- design.v ---
module ALU(clk_fake, opCode, inA, inB, dataOut, zeroOut);
  parameter dataWidth = 128;
  localparam wordWidth = dataWidth / 4, hwordWidth = wordWidth / 2, dwordWidth = wordWidth * 2;
  input clk_fake;
  input [5: 0] opCode;
  input [dataWidth - 1: 0] inA, inB;
  output logic [dataWidth - 1: 0] dataOut;
  output logic[3:0] zeroOut;
  logic [1: 0] counter;
  logic [dataWidth - 1: 0] dataOutReg1, dataOutReg2;
  always_ff @(negedge clk_fake)
  begin
    if(opCode == 6'd0)  
      begin
        dataOut[hwordWidth - 1: 0] <=
                inB[hwordWidth- 1: 0];
        dataOut[hwordWidth * 2 - 1: hwordWidth] <= 0;
        dataOut[hwordWidth * 3 - 1: hwordWidth *  2] <=
                inB[hwordWidth- 1: 0];
        dataOut[hwordWidth * 4 - 1: hwordWidth *  3] <= 0;
        dataOut[hwordWidth * 5 - 1: hwordWidth *  4] <=
                inB[hwordWidth- 1: 0];
        dataOut[hwordWidth * 6 - 1: hwordWidth *  5] <= 0;
        dataOut[hwordWidth * 7 - 1: hwordWidth *  6] <=
                inB[hwordWidth- 1: 0];
        dataOut[hwordWidth * 8 - 1: hwordWidth *  7] <= 0;
      end
    else if(opCode == 6'd2)  
      begin
        dataOut[wordWidth - 1: 0] <=
                inB[wordWidth- 1: 0];
        dataOut[wordWidth * 2 - 1: wordWidth] <=
                inB[wordWidth- 1: 0];
        dataOut[wordWidth * 3 - 1: wordWidth * 2] <=
                inB[wordWidth- 1: 0];
        dataOut[wordWidth * 4 - 1: wordWidth * 3] <=
                inB[wordWidth- 1: 0];
      end
    else if(opCode == 6'd4)  
      begin
        dataOut[hwordWidth - 1: 0] <= 
                inB[hwordWidth- 1: 0] + inA[hwordWidth - 1: 0];
        dataOut[hwordWidth * 2 - 1: hwordWidth] <= 
                inB[hwordWidth * 2 - 1: hwordWidth] + inA[hwordWidth * 2 - 1: hwordWidth];
        dataOut[hwordWidth * 3 - 1: hwordWidth *  2] <= 
                inB[hwordWidth * 3 - 1: hwordWidth *  2] + inA[hwordWidth * 3 - 1: hwordWidth *  2];
        dataOut[hwordWidth * 4 - 1: hwordWidth *  3] <= 
                inB[hwordWidth * 4 - 1: hwordWidth *  3] + inA[hwordWidth * 4 - 1: hwordWidth *  3];
        dataOut[hwordWidth * 5 - 1: hwordWidth *  4] <= 
                inB[hwordWidth * 5 - 1: hwordWidth *  4] + inA[hwordWidth * 5 - 1: hwordWidth *  4];
        dataOut[hwordWidth * 6 - 1: hwordWidth *  5] <= 
                inB[hwordWidth * 6 - 1: hwordWidth *  5] + inA[hwordWidth * 6 - 1: hwordWidth *  5];
        dataOut[hwordWidth * 7 - 1: hwordWidth *  6] <= 
                inB[hwordWidth * 7 - 1: hwordWidth *  6] + inA[hwordWidth * 7 - 1: hwordWidth *  6];
        dataOut[hwordWidth * 8 - 1: hwordWidth *  7] <= 
                inB[hwordWidth * 8 - 1: hwordWidth *  7] + inA[hwordWidth * 8 - 1: hwordWidth *  7];
      end
    else if(opCode == 6'd6)  
      begin
        dataOut[hwordWidth - 1: 0] <= 
                inB[hwordWidth- 1: 0] + inA[hwordWidth - 1: 0];
        dataOut[hwordWidth * 2 - 1: hwordWidth] <= 
                inB[hwordWidth- 1: 0] + inA[hwordWidth * 2 - 1: hwordWidth];
        dataOut[hwordWidth * 3 - 1: hwordWidth *  2] <= 
                inB[hwordWidth- 1: 0] + inA[hwordWidth * 3 - 1: hwordWidth *  2];
        dataOut[hwordWidth * 4 - 1: hwordWidth *  3] <= 
                inB[hwordWidth- 1: 0] + inA[hwordWidth * 4 - 1: hwordWidth *  3];
        dataOut[hwordWidth * 5 - 1: hwordWidth *  4] <= 
                inB[hwordWidth- 1: 0] + inA[hwordWidth * 5 - 1: hwordWidth *  4];
        dataOut[hwordWidth * 6 - 1: hwordWidth *  5] <= 
                inB[hwordWidth- 1: 0] + inA[hwordWidth * 6 - 1: hwordWidth *  5];
        dataOut[hwordWidth * 7 - 1: hwordWidth *  6] <= 
                inB[hwordWidth- 1: 0] + inA[hwordWidth * 7 - 1: hwordWidth *  6];
        dataOut[hwordWidth * 8 - 1: hwordWidth *  7] <= 
                inB[hwordWidth- 1: 0] + inA[hwordWidth * 8 - 1: hwordWidth *  7];
      end
    else if(opCode == 6'd12)  
      begin
        dataOut[hwordWidth - 1: 0] <= 
                inB[hwordWidth- 1: 0] - inA[hwordWidth - 1: 0];
        dataOut[hwordWidth * 2 - 1: hwordWidth] <= 
                inB[hwordWidth * 2 - 1: hwordWidth] - inA[hwordWidth * 2 - 1: hwordWidth];
        dataOut[hwordWidth * 3 - 1: hwordWidth *  2] <= 
                inB[hwordWidth * 3 - 1: hwordWidth *  2] - inA[hwordWidth * 3 - 1: hwordWidth *  2];
        dataOut[hwordWidth * 4 - 1: hwordWidth *  3] <= 
                inB[hwordWidth * 4 - 1: hwordWidth *  3] - inA[hwordWidth * 4 - 1: hwordWidth *  3];
        dataOut[hwordWidth * 5 - 1: hwordWidth *  4] <= 
                inB[hwordWidth * 5 - 1: hwordWidth *  4] - inA[hwordWidth * 5 - 1: hwordWidth *  4];
        dataOut[hwordWidth * 6 - 1: hwordWidth *  5] <= 
                inB[hwordWidth * 6 - 1: hwordWidth *  5] - inA[hwordWidth * 6 - 1: hwordWidth *  5];
        dataOut[hwordWidth * 7 - 1: hwordWidth *  6] <= 
                inB[hwordWidth * 7 - 1: hwordWidth *  6] - inA[hwordWidth * 7 - 1: hwordWidth *  6];
        dataOut[hwordWidth * 8 - 1: hwordWidth *  7] <= 
                inB[hwordWidth * 8 - 1: hwordWidth *  7] - inA[hwordWidth * 8 - 1: hwordWidth *  7];
      end
    else if(opCode == 6'd20)  
      begin
        dataOutReg1[wordWidth - 1: 0] <= 
                inB[hwordWidth- 1: 0] * inA[hwordWidth - 1: 0];
        dataOutReg1[wordWidth * 2 - 1: wordWidth] <= 
                inB[hwordWidth * 3 - 1: hwordWidth *  2] * inA[hwordWidth * 3 - 1: hwordWidth *  2];
        dataOutReg1[wordWidth * 3 - 1: wordWidth *  2] <= 
                inB[hwordWidth * 5 - 1: hwordWidth *  4] * inA[hwordWidth * 5 - 1: hwordWidth *  4];
        dataOutReg1[wordWidth * 4 - 1: wordWidth *  3] <= 
                inB[hwordWidth * 7 - 1: hwordWidth *  6] * inA[hwordWidth * 7 - 1: hwordWidth *  6];
        dataOut <= dataOutReg1;
      end
    else if(opCode == 6'd28)  
      begin
        dataOut <= inA | inB;
      end
    else if(opCode == 6'd30)  
      begin
        dataOut <= inA & inB;
      end
    else if(opCode == 4'b0101)  
      begin
      end
    else if(opCode == 4'b0110)  
      begin
      end
    else if(opCode == 4'b0111)  
      begin
      end
    else if(opCode == 4'b1000)  
      begin
      end
    else  
      begin
        dataOut <= 'bz;
        zeroOut <= 4'bz;
      end
  end
endmodule
==> results.cfg <==
; physical design summary
[finish]
drive_above_1_share = 0.247
regArea_um2 = 7050
n_fill_cell = 13720
logic_area_um2 = 53900
layout.cells.most_common = inv_1
synthToLayoutAreaGrowth_pct = 36.2
final_cell_mix = inv_1 (1,355), buf_4 (972), ha_1 (800), fa_1 (733), nand2_1 (728)

[global_routing]
grt_busiest_layer = met1
grt_first_pass_wirelength_mm = 395
antenna_found_initial = 14
use_met1 = 0.505
grt_max_degree = 94
grt_pass1_vias = 61969
gr-total-overflow = 0
use_met2 = 0.487
grtUsageMet3 = 0.155
track_usage = 0.352

[setup_path]
start_kind = primary input
arrival_ns = 8.37
required_ns = 7.50
path_max_fanout = 9
path_class = primary input to register
cp-end-kind = register

[power_and_ir_drop]
p_leak_nw = 42.0
p_per_area_nw_per_um2 = 274
vdd_drop_max_v = 0.000642
power_mw = 23.7

[synth]
syn_inst = 7720
yosysCellCount = 7720
top_area_cell = fa_1
top_cell_area_share = 0.252
syn_area_um2 = 63400
edf_count = 192
ys_top_cells_by_area = fa_1 (25%), ha_1 (18%), edfxtp_1 (9.1%)
numSynthFlops = 256
ys.flop_type = edfxtp_1
syn_area_per_cell_um2 = 8.21
ys_area_um2 = 63400
synthDistinctLibCells = 94
yosysWarnings = 3
postSynthSeqShare = 0.111
synthArstFlopShare = 0

[detailed_routing]
vias = 61704
drt_wl_total_mm = 268
first_pass_iters = 6
drt_iter0_markers = 4524
wl_per_cell_um = 23.5
final_antenna_net_count = 0
post-route-drc-count = 0
avgViaCountPerCell = 5.41

[cts]
cts_tree = done
root_buffer = clkbuf_16
cts_sinks = 256
cts.htree.levels = 2
clock_latency_ns = 0.67
path_clk_slew_ns = 0.04
cts-buffers-inserted = 39
hold_buffers = 0
clockBufferDepth = 3

[sta]
drv_slew = 0
setup_viol = 77
tightest_slew_ns = 1.03
rsz0062_at_grt = yes
relSlewSlack = 0.310
fin_ws_ns = -0.872
fin_setup_tns_ns = -38.84
hold_violations = 0
clock_skew_ns = 0.0424

[flow_run]
cap_violations = 0
warnings = 532

[die]
rows = 145
core_um2 = 157000
pin_count = 395
initCoreUtil = 0.405
die-area_um2 = 160000
dieHeight_um = 400
die_w_um = 400

[place]
gp_congestion = 1.05
dp_hpwl_mm = 217
io_buffers = 390

[run_status]
outcome = finished with violations
violations = negative setup slack

[min_path]
hold_class = register to register
what timing repair did:
item / 4_1_cts / 5_1_grt
gates resized: 1099 / 459
cloned: 9 / 0
buffers inserted: 241 / 94
endpoints found under the setup margin: 90 / 88
pin swaps: 394 / 331
path summary, 6_finish.rpt:
check / start / to / slack (ns) / cells past startpoint
worst max-delay path: inB[10] / dataOutReg1[31] / -0.87 / 23
worst min-delay path: dataOut[118] / dataOut[118] / 0.45 / 2
worst min register to register: dataOut[118] / dataOut[118] / 0.45 / 2
worst max register to register: dataOutReg1[116] / dataOut[116] / 12.25 / 6
where the power goes:
| group | internal (mW) | switching (mW) |
|---|---|---|
| combinational | 10.4 | 10.5 |
| clock | 0.662 | 0.670 |
| sequential | 1.41 | 0.0667 |
| total | 12.5 | 11.2 |
area by class of cell:
cell class              count  area share
repair inverters            1    0.000130
clock buffers              40      0.0116
clock inverters           286      0.0144
inverters                1324      0.0634
well taps                2058      0.0298
multi-input cells        5791       0.624
flip-flops and latches    256      0.0816
diodes                      3   0.0000869
repair buffers           1642       0.175
registers in the layout, summed over array words and instances (netlist names):
register / cells
dataOutReg1: 128
dataOut: 128
synth_stat cells, types with 21 or more instances:
cell and instances:
inv_1 1285, a22oi_1 22, o21ai_0 320, nand2_1 820
o21a_1 45, clkbuf_1 263, clkinv_1 30, o22ai_1 28
a21o_1 95, a21oi_1 468, o21bai_1 58, nor2b_1 53
nor3_1 104, o211ai_1 173, o221ai_1 26, o21ai_1 40
nand2b_1 54, xnor2_1 268, or3_1 23, dfxtp_1 64
a31oi_1 51, nor2_1 816, fa_1 799, a211oi_1 134
buf_2 44, o31ai_1 23, nand3_1 64, buf_1 37
edfxtp_1 192, xor2_1 100, and3_1 21, ha_1 897
routing by layer:
metal / vias up / wire, um
met2: 2790 / 112000
li1: 28599 / -
met3: 429 / 33100
met1: 29874 / 112000
met5: - / 165
met4: 12 / 10600
kinds of logic (layout without fill, tap and decap cells):
| kind of cell | Yosys count | count (layout) | synth area share |
|---|---|---|---|
| and+or+nand+nor | 2041 | 2041 | 0.135 |
| adders and majority gates | 1696 | 1696 | 0.429 |
| AOI/OAI and AO/OA | 1677 | 1677 | 0.172 |
| buffers and inverters | 1676 | 3293 | 0.101 |
| xor gates and xnor gates | 368 | 368 | 0.0508 |
| DFF | 256 | 256 | 0.111 |
| muxes | 5 | 5 | 0.000789 |
| other | 1 | 7 | 0.0000591 |
worst max-delay path, cell delays in order:
cell,delay [ns]
buf_6,0.17
buf_12,0.17
buf_8,0.17
ha_1,0.18
inv_1,0.10
fa_1,0.54
inv_1,0.05
fa_1,0.55
fa_1,0.44
fa_1,0.52
fa_1,0.42
ha_1,0.30
ha_1,0.34
nand3_4,0.10
nor2_2,0.05
a21oi_2,0.18
o41ai_4,0.14
o21ai_2,0.27
a31oi_4,0.15
o31a_1,0.32
o21a_1,0.18
nor2_2,0.10
xnor2_1,0.07
metrics by stage:
stage           util  worst slack, ns  cell area, um2  std cells  hold slack, ns
6_report       0.551           -0.872           86300      11401           0.454
5_1_grt        0.551            -1.04           86300      11398           0.482
4_1_cts        0.539           -0.867           84500      11343           0.455
3_5_place_dp   0.497            -2.09           77900      10803           0.448
3_3_place_gp   0.497            -2.05           77900      10803           0.449
2_1_floorplan      -            -1.06           65800       7723           0.401
No activity file was given, so power comes from the tool's default toggle rates.
